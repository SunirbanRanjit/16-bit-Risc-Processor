<file path="flow/design.v">
module GPRs (
    input clk, write_en,
    input [2:0] data_read_address_1,data_read_address_2,data_write_address,
    input [15:0] data_write,
    output [15:0] data_read_1,data_read_2
);
    reg [15:0] reg_arr [7:0];
    integer i;
    initial begin
        for (i=0 ;i<8 ;i=i+1 ) begin
            reg_arr[i] <= 16'd0;
        end        
    end
    always @(posedge clk ) begin
        if(write_en==1'b1) begin
            reg_arr[data_write_address] <= data_write;
        end
    end
    assign data_read_1 = reg_arr[data_read_address_1];
    assign data_read_2 = reg_arr[data_read_address_2];
endmodule
</file>
<file path="flow/run.sh">
#!/bin/bash
# OpenROAD 26Q1-2900-gdf79404cd8, Yosys 0.63+post, stock flow scripts
make -C /OpenROAD-flow-scripts/flow DESIGN_CONFIG=/design/flow/config.mk WORK_HOME=/design/flow/orfs finish
</file>
<file path="flow/config.mk">
export PLATFORM = sky130hd
export DESIGN_NAME = GPRs
export DESIGN_NICKNAME = GPRs
export VERILOG_FILES = /design/flow/design.v
export SDC_FILE = /design/flow/constraint.sdc
export NUM_CORES = 4
export LEC_CHECK = 1
export CORE_UTILIZATION = 30
</file>
<file path="flow/constraint.sdc">
current_design GPRs

set clk_period 2.6
set clk_io_pct 0.2

create_clock -name clk0 -period $clk_period [get_ports {clk}]

set non_clock_inputs [all_inputs -no_clocks]
set_input_delay [expr $clk_period * $clk_io_pct] -clock clk0 $non_clock_inputs
set_output_delay [expr $clk_period * $clk_io_pct] -clock clk0 [all_outputs]
</file>
==> metrics.yaml <==
final_layout:
  reg.largest.list: "reg_arr x128"
  largest_register_ffs: 128
  drive_gt1_frac: 0.341
  syn2layout_area_growth_pct: 29.2
  final_core_util: 0.399
  fin_area_sq_um: 7810
  top_register: "reg_arr"
  instances_no_fill: 617
die:
  die_width_microns: 144
  initCoreUtil: 0.309
  die-height_microns: 144
  core_area_sq_um: 19600
  pin_count: 59
  row_count: 51
  dieArea_sq_um: 20700
pwr:
  p_leak_uw: 0.00265
  power_frac_seq: 0.480
  power.density_nw_per_um2: 633
  p_sw_frac: 0.196
  p_clk_frac: 0.407
  p_sw_uw: 969
  combPwrFrac: 0.113
  p_int_uw: 3980
  ir_drop_uv: 428
synth:
  yosysUniqueCellTypes: 12
  ys_warn_count: 1
  synth_area_sq_um: 6040
  ys_cells: 255
  top_area_cell: "edfxtp_1"
  yosysTopAreaCellShare: 0.636
  ys_seq_share: 0.636
  synth_chip_area_sq_um: 6040
  synthCells: 255
  synth.area.top_cells: "edfxtp_1 (64%), mux4_1 (24%), mux2_2 (6.0%), mux4_2 (3.0%), buf_6 (1.5%)"
  synth.avg_cell_area_sq_um: 23.7
  ys_ff: 128
global_routing:
  use_met1: 0.168
  grt_pass1_vias: 3336
  grt_pass1_wl_mm: 19.7
  grt-busiest-layer: "met2"
  grt_antenna_before_repair: 0
  track_usage: 0.144
  overflow: 0
  grt_max_degree: 17
  met2_usage: 0.233
  grt_use_met3: 0.0899
min_path:
  min_path_type: "in2reg"
  min_from: "data_write[5]"
  worstHoldPathCells: 1
  holdPathEnd: "reg_arr[3][5]"
placed_design:
  gp_congestion: 0.748
  placed_cells: 577
  port_buffers: 58
  placed_area_sq_um: 7050
clock_tree:
  cts_buffer_depth: 2
  cts_buffers: 17
  clk_pin_slew_ps: 50
  root_buffer: "clkbuf_16"
  ctsHoldBuffers: 0
  cts_setup_buffers: 0
  htree_levels: 4
  cts_tree: "built"
  cts_sinks: 128
final_timing:
  period_used_share: 0.998
  setup_tns_ps: 0
  worstMarginPinSlew_ps: 333
  maxSlewHeadroom: 0.778
  hold_viol: 0
  fmax_mhz: 385
  slew_viol_final: 0
  final-setup-viol-count: 0
  min_period_ps: 2590
  rsz0062_at_grt: "yes"
  timing.hold.ws_ps: 853
detailed_routing:
  antenna_left: 0
  drc: 0
  via_per_inst: 4.93
  wire_per_inst_microns: 22.0
  diodes: 0
  drt-initial-drc-count: 132
  dr.pass1.iters: 4
  route.final.wire_length_mm: 13.6
  vias: 3040
critical_path:
  worstPathMaxFanout: 6
  cp-start-kind: "input port"
  crit_top_cell: "buf_12"
  critPathMaxStageDelay_ps: 560
  worst_path_max_delay_cell: "mux4_1"
  worstSetupPathType: "in2out"
  critPathArrivalTime_ps: 2070
  crit_path_cell_trace: "buf_12 > buf_12 > mux4_1 > mux2_2 > clkdlybuf4s50_1"
  cp-end-kind: "output pin"
  cp_num_buf_inv: 3
  cpLargestDelayFamily: "multiplexers"
  critPathRequiredTime_ps: 2080
run:
  cap_violations: 0
  warnings: 26
outcome:
  status: "completed"
-- layer usage --
metal / wire length [microns] / vias up
li1: - / 1322
met1: 4630 / 1511
met2: 6790 / 195
met3: 1940 / 12
met4: 200 / 0
met5: 0 / -
-- power groups by stage --
stage                 Combinational [uW]  Sequential [uW]  Clock [uW]
after CTS                            551             2370        2050
after global routing                 605             2380        2140
final                                561             2370        2010
-- layout make-up --
cell class                 count  area (sq um)
fill                        1706         11800
timing repair buffer          85          1120
clock inverter                11          75.1
multi-input combinational    109          2010
sequential                   128          3840
tap                          265           332
clock buffer                  19           433
-- how the worst max path moves through the flow --
stage                 depth (start not counted)                   start        endpoint
after CTS                                     5  data_read_address_1[0]  data_read_1[8]
final                                         5  data_read_address_1[0]  data_read_1[8]
after global routing                          5  data_read_address_1[0]  data_read_1[8]
-- Yosys cell counts, drive strengths merged --
library cell,number
mux2,32
nand2,2
edfxtp,128
nor2,6
nand2b,3
mux4,64
clkbuf,4
buf,14
nor3,2
-- logic make-up (layout without fill, tap and decap cells) --
kind of cell / count (synthesis) / in the layout / share of synthesized area
buffers and inverters: 18 / 115 / 0.0215
AND/OR/NAND/NOR: 13 / 13 / 0.00973
multiplexers: 96 / 96 / 0.333
flip-flops: 128 / 128 / 0.636
-- stage by stage --
step,setup slack [ps],total power (uW)
6_report,5.16,4950
5_1_grt,-33.5,5120
4_1_cts,7.34,4970
3_5_place_dp,-265,2900
3_3_place_gp,-271,2890
2_1_floorplan,357,2640
-- placed cells by master, fill, tap and decap left out --
| cell | synthesis | final |
|---|---|---|
| clkdlybuf4s15_2 | 0 | 1 |
| clkinv_2 | 0 | 3 |
| buf_4 | 0 | 8 |
| clkbuf_1 | 2 | 2 |
| clkbuf_16 | 0 | 20 |
| edfxtp_1 | 128 | 128 |
| clkinvlp_4 | 0 | 1 |
| clkdlybuf4s50_1 | 0 | 50 |
| nand2_1 | 2 | 2 |
| nor2_1 | 6 | 6 |
| mux2_2 | 32 | 27 |
| clkinv_1 | 0 | 6 |
| nand2b_1 | 3 | 3 |
| nor3_2 | 0 | 2 |
| mux2_4 | 0 | 5 |
| dlymetal6s2s_1 | 0 | 4 |
| buf_2 | 0 | 1 |
| mux4_2 | 8 | 33 |
| bufinv_16 | 0 | 1 |
| buf_12 | 0 | 10 |
| buf_16 | 0 | 8 |
| mux4_1 | 56 | 31 |
-- timing repair --
item                       4_1_cts  5_1_grt
gates resized                   31       30
setup endpoints to repair       32       21
gates cloned                     7        3
No activity file was given, so power comes from the tool's default toggle rates.
